<file path="flow/design.v">
module FIFObuffer( Clk, 
                   dataIn, 
                   RD, 
                   WR, 
                   EN, 
                   dataOut, 
                   Rst,
                   EMPTY, 
                   FULL 
                   ); 
input  Clk, 
       RD, 
       WR, 
       EN, 
       Rst;
output  EMPTY, 
        FULL;
input   [31:0]    dataIn;
output reg [31:0] dataOut;  
reg [2:0]  Count = 0; 
reg [31:0] FIFO [0:7]; 
reg [2:0]  readCounter = 0, 
           writeCounter = 0; 
assign EMPTY = (Count==0)? 1'b1:1'b0; 
assign FULL = (Count==8)? 1'b1:1'b0; 
always @ (posedge Clk) 
begin 
 if (EN==0); 
 else begin 
  if (Rst) begin 
   readCounter = 0; 
   writeCounter = 0; 
  end 
  else if (RD ==1'b1 && Count!=0) begin 
   dataOut  = FIFO[readCounter]; 
   readCounter = readCounter+1; 
  end 
  else if (WR==1'b1 && Count<8) begin
   FIFO[writeCounter]  = dataIn; 
   writeCounter  = writeCounter+1; 
  end 
  else; 
 end 
 if (writeCounter==8) 
  writeCounter=0; 
 else if (readCounter==8) 
  readCounter=0; 
 else;
 if (readCounter > writeCounter) begin 
  Count=readCounter-writeCounter; 
 end 
 else if (writeCounter > readCounter) 
  Count=writeCounter-readCounter; 
 else;
end 
endmodule
</file>
<file path="flow/run.sh">
#!/bin/bash
# OpenROAD 26Q1-2900-gdf79404cd8, Yosys 0.63+post, stock flow scripts
make -C /OpenROAD-flow-scripts/flow DESIGN_CONFIG=/design/flow/config.mk WORK_HOME=/design/flow/orfs finish
</file>
<file path="flow/config.mk">
export PLATFORM = sky130hd
export DESIGN_NAME = FIFObuffer
export DESIGN_NICKNAME = FIFObuffer
export VERILOG_FILES = /design/flow/design.v
export SDC_FILE = /design/flow/constraint.sdc
export NUM_CORES = 4
export LEC_CHECK = 1
export CORE_UTILIZATION = 50
</file>
<file path="flow/constraint.sdc">
current_design FIFObuffer

set clk_period 7.8
set clk_io_pct 0.2

create_clock -name clk0 -period $clk_period [get_ports {Clk}]

set non_clock_inputs [all_inputs -no_clocks]
set_input_delay [expr $clk_period * $clk_io_pct] -clock clk0 $non_clock_inputs
set_output_delay [expr $clk_period * $clk_io_pct] -clock clk0 [all_outputs]
</file>
==> flow_summary.yaml <==
# synthesis and place-and-route metrics
worst_setup_path:
  crit_fanout: 11
  required_ps: 8080
  critical_path_class: "primary input to flop"
  cp-startpoint: "Rst"
  r2r_start: "Count[1]"
  critPathLaunchType: "primary input"
  cp-end-kind: "flop"
  worstPathArrival_ps: 4290
placed_design:
  dp_hpwl_um: 11300
  io_buffers: 69
  preCtsSetupSlack_ps: 3260
  gp_congestion: 0.850
  post-place-cells: 902
clock_tree:
  cts_sinks: 297
  clockBufferDepth: 3
  cts_root_buf: "clkbuf_16"
  htree_num_levels: 1
  cts_tree: "done"
  cts-buffers-inserted: 30
  cts_repair_resize_count: 0
  hold_buffers: 0
  clkSlewWorstSetupHoldPaths_ps: 60
  clkLatencyLatePin_ps: 550
  cts_setup_buffers: 0
final_timing:
  hold_slack_ps: 616
  fin_crit_sh: 0.514
  setup_tns_ps: 0
  slew_headroom: 0.524
  finalClockSkew_ps: 14.7
  setup_slack_ps: 3790
  finalHoldViolations: 0
  setup_viol: 0
  finalMaxSlewViolations: 0
  worst_slew_pin_slew_ps: 714
  fin_crit_ps: 4010
  rsz0062_at_grt: "no"
  fmax_mhz: 249
yosys:
  flop_cell: "edfxtp_1"
  synth_cells: 565
  syn_area_per_cell_um2: 20.1
  synth-area-yosys_um2: 11400
  yosysWarnings: 1
  synth.area.top_cells: "edfxtp_1 (77%), mux4_2 (13%), nand2_1 (3.4%)"
  yosys_cells: 565
  yosysTopAreaCellShare: 0.770
  synthesis.area_um2: 11400
  yosysTopAreaCell: "edfxtp_1"
  ys.flops: 297
  ys_types: 41
  async_reset_ff_frac: 0
  ys_seq_share: 0.780
  edf_count: 291
run_status:
  status: "complete, no violations"
drt:
  antennaDiodeCount: 0
  drtIter0Drc: 383
  drc: 0
  first_pass_iters: 17
  vias_per_cell: 5.79
  totalWireLength_um: 21100
  vias: 5540
  ant_nets: 0
  post_drt_wl_per_cell_um: 22.0
floorplan:
  die_area_um2: 23300
  rows: 54
  die_w_um: 153
  core_area_um2: 22000
  die_h_um: 153
  top_level_ports: 71
  fp_util: 0.515
power:
  ir_drop_uv: 211
  power_frac_clock: 0.327
  p_comb_frac: 0.198
  power.static_leakage_uw: 0.00434
  p_total_uw: 4130
  p_per_area_nw_per_um2: 309
  internal_power_uw: 3070
  p_seq_frac: 0.475
  swShare: 0.258
  p_switching_uw: 1070
layout:
  drive_gt1_frac: 0.194
  area_growth_pct: 17.9
  lay_top_count: "edfxtp_1"
  final_cell_mix: "edfxtp_1 (291), nand2_1 (104), clkdlybuf4s50_1 (69), mux4_2 (64), clkbuf_16 (30)"
  finalNonFillerCells: 957
global_route:
  grt_max_degree: 43
  grt_pass1_vias: 6172
  antenna_found_initial: 0
  grt_pass1_wl_um: 33700
  grt_overflow: 0
  track_usage: 0.215
min_path:
  hold_class: "flop to flop"
  hp-start: "writeCounter[0]"
run:
  maxCapViolCount: 0
  log.warning_count: 28
final timing paths:
| path | to | slack [ps] | depth (start not counted) |
|---|---|---|---|
| setup / recovery | Count[2] | 3790 | 10 |
| hold reg to reg | writeCounter[0] | 620 | 2 |
| setup reg to reg | Count[2] | 4670 | 10 |
| hold / removal | writeCounter[0] | 620 | 2 |
power by group through the flow:
| stage | Combinational, µW | Clock [µW] | Sequential, µW |
|---|---|---|---|
| finish | 818 | 1350 | 1960 |
| global route | 909 | 1450 | 1980 |
| CTS | 832 | 1380 | 1970 |
registers in the layout (all words and copies together) (netlist names):
| signal | cells |
|---|---|
| writeCounter | 3 |
| dataOut | 32 |
| readCounter | 3 |
| FIFO | 256 |
| Count | 3 |
critical path, stage by stage:
cell and delay, ps:
clkdlybuf4s50_1 660, nand2b_1 290, or3_1 380, and3_1 220, ha_1 160, inv_1 60
fa_1 470, o31a_1 130, a311oi_1 270, a211oi_1 80
per-stage QoR:
stage,util,cell area [µm²]
final,0.608,13400
after global routing,0.608,13400
after CTS,0.608,13400
after detailed placement,0.565,12400
after global placement,0.565,12400
after floorplan,-,11400
cell families (layout without fill, tap and decap cells):
logic type                 count (synthesis)  in the layout  synth area share
AOI/OAI and AO/OA                         23             23            0.0171
muxes                                     66             66             0.129
other                                      1              1          0.000330
and+or+nand+nor                          130            130            0.0465
buffers and inverters                     38            150            0.0147
DFF                                      297            297             0.780
adders and majority gates                 10             10            0.0123
cell type report:
type                    count  area (µm²)
clock inverters            22         178
multi-input cells         230        2390
fillers                  1557        8640
flip-flops and latches    297        8870
repair buffers             82         788
clock buffers              33         762
well taps                 280         350
inverters                  13        48.8
synth_stat cells, types with 2 or more instances:
library cell	number
edfxtp_1	291
nand2_1	104
mux4_2	64
inv_1	13
nor2_1	11
clkbuf_1	9
ha_1	8
buf_2	7
dfxtp_1	6
buf_1	5
buf_4	4
o22ai_1	4
a2bb2oi_1	3
a211oi_1	2
a21oi_1	2
and3_1	2
fa_1	2
nand3_1	2
nand3b_1	2
nor3_1	2
or3_1	2
metal layers:
layer,GRT usage,wire [µm]
met5,0,0
met4,0.0385,360
met3,0.126,2760
met2,0.309,10100
met1,0.330,7870
Power figures rest on the tool's default switching activity, not on a simulated workload.
